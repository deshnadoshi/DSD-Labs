==> /design/flow/design.v <==
module ALU (
	input logic[31:0] SrcA, 
	input logic [31:0] SrcB, 
	input logic [2:0] ALUControl, 
	output logic[31:0] ALUResult
); 
always_comb begin
	ALUResult = 32'b0; 
	if (ALUControl == 3'b010) begin 
		ALUResult = SrcA + SrcB; 
	end
	else if (ALUControl == 3'b110) begin 
		ALUResult = SrcA - SrcB;
	end
end
endmodule
module display(
	input logic [3:0] data_in, 
	output logic [6:0] segments
); 
always_comb
begin 
	case(data_in)
		4'h0: segments = 7'b1000000;  
      4'h1: segments = 7'b1111001;  
      4'h2: segments = 7'b0100100;  
      4'h3: segments = 7'b0110000;  
      4'h4: segments = 7'b0011001;  
      4'h5: segments = 7'b0010010;  
      4'h6: segments = 7'b0000010;  
      4'h7: segments = 7'b1111000;  
      4'h8: segments = 7'b0000000;  
      4'h9: segments = 7'b0010000;  
      default: segments = 7'b1111111; 
    endcase
end
endmodule
module register_file(input logic clk, rst, 
		input logic[4:0] A1, A2, A3,  
		input logic[31:0] WD3,  
		input logic WE3,  
		output logic[31:0] RD1,  
		output logic[31:0] RD2,  
		output logic[31:0] prode  
); 
logic[31:0] rf_regs[31:0];
assign prode = rf_regs[1];
assign RD1 = rf_regs[A1]; 
assign RD2 = rf_regs[A2];
always_ff @ (posedge clk or negedge rst)
begin 
	if (!rst) begin 
		for (int i = 0; i < 32; i++) begin 
			rf_regs[i] <= i;
		end 
	end
	else begin 
		if (WE3) begin 
			rf_regs[A3] <= WD3;  
		end
	end
end
endmodule
module top(
	input logic clk, rst,
	input logic[1:0] sw,  
	output logic[31:0] ALUResult,  
	output logic[31:0] RD1, RD2,  
	output logic[31:0] prode_register_file,  
	output logic[6:0] display_led  
);
logic[31:0] inst_0 = 32'b0;
logic[31:0] inst_1 = 32'b100100_00101_00010_00001_0000_0000_000; 
logic[31:0] inst_2 = 32'b101100_00101_00011_00001_0000_0000_000; 
logic[31:0] inst_ex;
assign inst_ex = (sw==1)? inst_1:(sw==2)? inst_2: inst_0;
register_file r_f(.clk(clk),.rst(rst),
.A1(inst_ex[25:21]),.A2(inst_ex[20:16]),.A3(inst_ex[15:11]),
.WD3(ALUResult),
.WE3(1),
.RD1(RD1),
.RD2(RD2),
.prode(prode_register_file)
);
ALU t1(
.SrcA(RD1),
.SrcB(RD2),
.ALUControl(inst_ex[29:27]),
.ALUResult(ALUResult)
);
display t2(.data_in(prode_register_file), 
.segments(display_led));
endmodule
==> /design/flow/run.sh <==
#!/bin/bash
# OpenROAD 26Q1-2900-gdf79404cd8, Yosys 0.63+post, stock flow scripts
make -C /OpenROAD-flow-scripts/flow DESIGN_CONFIG=/design/flow/config.mk WORK_HOME=/design/flow/orfs finish
==> /design/flow/config.mk <==
export PLATFORM = sky130hd
export DESIGN_NAME = top
export DESIGN_NICKNAME = top
export VERILOG_FILES = /design/flow/design.v
export SDC_FILE = /design/flow/constraint.sdc
export NUM_CORES = 4
export LEC_CHECK = 1
export CORE_UTILIZATION = 50
==> /design/flow/constraint.sdc <==
current_design top

set clk_period 6.7
set clk_io_pct 0.2

create_clock -name clk0 -period $clk_period [get_ports {clk}]

set non_clock_inputs [all_inputs -no_clocks]
set_input_delay [expr $clk_period * $clk_io_pct] -clock clk0 $non_clock_inputs
set_output_delay [expr $clk_period * $clk_io_pct] -clock clk0 [all_outputs]
==> results_dict.tcl <==
# implementation run metrics
set metrics [dict create \
    status "complete, no violations" \
    reg_to_reg_startpoint "r_f.rf_regs[0][0]$_DFFE_PN0N_" \
    topCellsByArea "dfrtp_1, ha_1, mux2_2, inv_1, nand2_1" \
    cp-startpoint "sw[0]" \
    synth_flops 64 \
    avgViaCountPerCell 5.510 \
    grt_pass1_wl_um 30690 \
    setup.worst_path.class "input pin to output port" \
    postRouteAntennaNets 0 \
    warnings 63 \
    detailedPlacementHpwl_um 14620 \
    share_of_the_synthesized_netlist_area_taken_by_xor_and_xnor_gates 0.04492 \
    timing_max_transition_violations_final 0 \
    worst_hold_path_type "flop to flop" \
    die_area_mm2 0.01333 \
    die_height_um 115.4 \
    cts_made_buffers 9 \
    yosys-stat-area_mm2 0.006435 \
    synthesized_area_per_cell_um2 8.177 \
    total_routing_resource_utilization_after_global_routing 0.2984 \
    max_slew.worst_pin.slew_ps 830.7 \
    layout.core_utilization 0.7425 \
    fin_skew_ps 7.508 \
    drt-initial-drc-count 381 \
    worst-path-max-fanout 5 \
    timing.max_slew.rel_slack 0.4448 \
    timing.fmax_mhz 160.3 \
    vias 6606 \
    syn_area_mm2 0.006435 \
    place_congestion 0.9768 \
    mux_share 0.07953 \
    synthCells 787 \
    cts_tree "yes" \
    number_of_standard_cells_in_the_final_layout_excluding_fillers 1199 \
    layout-area-overhead-vs-synth_pct 45.01 \
    synth-edff-count 0 \
    synth_top_flop_cell "dfrtp_1" \
    grt_setup_unrepaired "false" \
    timing.final.hold_violations 0 \
    worstPathArrival_ps 4900 \
    cts_hold_buf 0 \
    worst_setup_hold_path_clk_slew_ps 60 \
    postLayoutSetupSlackWorst_ps 460.8 \
    largest_area_cell "dfrtp_1" \
    post-route-period-util 0.9312 \
    most-common-layout-cells "clkdlybuf4s50_1, buf_4, inv_1" \
    ys_top_logic_family "AND-OR/OR-AND gates" \
    postRouteWirelength_um 19360 \
    grt_max_degree 53 \
    worst_setup_slack_before_clock_tree_synthesis_ps -62.70 \
    initial_core_util 0.5120 \
    final_layout_size_suffix_gt1_frac 0.2230 \
    core_region_area_mm2 0.01257 \
    grt_pass1_vias 6179 \
    setup_violations 0 \
    max_cap_violations 0 \
    drc_errors 0 \
    ir_drop_mv 0.2486 \
    antenna_found_initial 0 \
    floorplan.io_pins 139 \
    remaining_overflow_grt 0 \
    max-clock-path-buffers 2 \
    detailedRoute.firstPassIterationCount 22 \
    critical_path.endpoint_type "output port" \
    yosys.area_share.adder 0.1443 \
    final.min_clock_period_ps 6239 \
    worst_ep_required_time_ps 5360 \
    startpoint_type "input pin" \
    lay_top_count "clkdlybuf4s50_1" \
    width_of_the_die_um 115.4 \
    tritoncts_num_sinks 64 \
    place.detailed.instances 1180 \
    ys_sh_aoi 0.2335 \
    yosys.area.top_type_share 0.2450 \
    top_regs "r_f.rf_regs (64)" \
    number_of_flip_flops_under_the_largest_register_name 64 \
    yosysCellCount 787 \
    max_flop_register "r_f.rf_regs" \
    total_power_w 0.004197 \
    yosys.area_share.simple 0.1742 \
    min_from "r_f.rf_regs[1][24]$_DFFE_PN0P_" \
    pwr_density_cell_mw_per_mm2 449.7 \
    worstSkewPairLatency_ps 350 \
    synth_warnings 7 \
    clockRootBuffer "clkbuf_16" \
    route.detailed.wl_per_inst_um 16.14 \
    leakage_nw 4.666 \
    antenna_cells_inserted 0 \
    h_tree_lvl_count 3 \
    yosysSeqAreaShare 0.2491 \
    synthArstFlopShare 1.000 \
    row_count 41 \
    yosys_cell_types 72 \
    port-buffer-count 138 \
]
-- cells in the mapped netlist, types with 3 or more instances --
cell	n
a211oi_1	3
a21boi_0	5
a21o_1	14
a21oi_1	51
a221oi_1	7
a31oi_1	16
and2_1	18
and3_1	4
buf_2	5
clkbuf_1	31
dfrtp_1	63
ha_1	71
inv_1	83
mux2_2	41
nand2_1	72
nand2b_1	14
nand3_1	15
nor2_1	62
nor2b_1	14
nor3_1	13
o211ai_1	5
o21a_1	10
o21ai_0	33
o21bai_1	14
o22ai_1	10
o311ai_0	5
o31ai_1	8
or2_2	4
or3_1	7
xnor2_1	27
xor2_1	6
-- layout make-up --
class | count | area (µm²)
well taps | 172 | 215.2
clock buffers | 9 | 225.2
repair buffers | 263 | 2352
multi-input cells | 599 | 4497
inverters | 85 | 319.1
fillers | 883 | 3237
flip-flops and latches | 64 | 1603
clock inverters | 7 | 120.1
-- power breakdown --
part | switching [W] | internal (W) | total [W] | leakage (nW)
sequential | 0.0000988 | 0.000541 | 0.000640 | 0.829
clock | 0.000192 | 0.000364 | 0.000555 | 0.166
combinational | 0.00135 | 0.00166 | 0.00300 | 3.67
-- final timing paths --
check	end	slack, ps	cells after the start
worst max-delay path	ALUResult[26]	460	16
worst min-delay path	r_f.rf_regs[1][24]$_DFFE_PN0P_	490	2
worst max register to register	r_f.rf_regs[1][26]$_DFFE_PN0P_	3140	13
worst min register to register	r_f.rf_regs[1][24]$_DFFE_PN0P_	490	2
max in group asynchronous	r_f.rf_regs[1][0]$_DFFE_PN1P_	4690	2
min in group asynchronous	r_f.rf_regs[1][2]$_DFFE_PN0P_	1070	1
-- stage by stage --
step,TNS (ps),hold WS [ps],area (µm²)
2_1_floorplan,0,425.5,6435
3_5_place_dp,-318.4,479.2,8797
4_1_cts,0,494.6,9199
6_report,0,493.8,9331
5_1_grt,0,507.5,9331
3_3_place_gp,-61.76,464.5,8797
-- per-layer routing --
layer | track usage | up-vias | routed length (µm)
met2 | 0.4858 | 224 | 8878
met4 | 0.04935 | 0 | 299
li1 | - | 3219 | -
met5 | 0 | - | 0
met1 | 0.4317 | 3140 | 8898
met3 | 0.05221 | 23 | 1280
-- worst max-delay path: stages --
cell,delay (ps)
dlymetal6s2s_1,120
inv_2,60
buf_4,130
ha_1,210
mux2_4,300
ha_1,200
fa_2,340
o21ba_2,230
o211a_1,230
o2111ai_2,240
o211ai_4,140
buf_4,170
and4_4,180
or3_1,340
a32o_2,280
clkdlybuf4s50_1,390
-- cells by family after synthesis --
group | after synthesis
AND-OR/OR-AND | 215
AND/OR/NAND/NOR | 233
flip-flops | 64
buffers and inverters | 124
multiplexers | 45
XOR/XNOR | 33
adder cells (fa/ha/maj) | 73
-- repair_timing --
action                                  CTS  global route
gates resized                            10            35
pin swaps                                 2             8
endpoints found under the setup margin    9            22
buffers inserted                          1             2
Power is estimated from default activity; no workload was simulated.
