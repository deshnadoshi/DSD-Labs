==> run.sh <==
#!/bin/bash
# OpenROAD 26Q1-2900-gdf79404cd8, Yosys 0.63+post, stock flow scripts
make -C /OpenROAD-flow-scripts/flow DESIGN_CONFIG=/design/flow/config.mk WORK_HOME=/design/flow/orfs finish
==> config.mk <==
export PLATFORM = sky130hd
export DESIGN_NAME = data_memory
export DESIGN_NICKNAME = data_memory
export VERILOG_FILES = /design/flow/design.v
export SDC_FILE = /design/flow/constraint.sdc
export NUM_CORES = 4
export LEC_CHECK = 1
export CORE_UTILIZATION = 50
==> constraint.sdc <==
current_design data_memory

set clk_period 8.5
set clk_io_pct 0.2

create_clock -name clk0 -period $clk_period [get_ports {clk}]

set non_clock_inputs [all_inputs -no_clocks]
set_input_delay [expr $clk_period * $clk_io_pct] -clock clk0 $non_clock_inputs
set_output_delay [expr $clk_period * $clk_io_pct] -clock clk0 [all_outputs]
==> design.v <==
module data_memory(
input logic clk, rst, 
input logic [31:0] A,  
input logic [31:0] WD,  
input logic WE,  
output logic [31:0] RD, 
output logic [31:0] prode  
); 
logic [31:0] mem [255:0];
assign RD = mem[A[7:0]];
assign prode = mem[A[7:0]]; 
always_ff @(posedge clk or negedge rst)
begin 
	if (!rst) begin 
		for (int i = 0; i < 256; i++) begin 
			mem[i] <= i; 
		end
	end
	else if (WE) begin
		mem[A[7:0]] <= WD; 
	end
end
endmodule
==> Implementation_results.wiki <==
== Run summary ==
{| class="wikitable"
! Metric !! Value
|-
| Dominant synthesized flop cell || sky130_fd_sc_hd__dfrtp_1
|-
| Netlist area before placement || about 360000 um2
|-
| Synthesized instance count || 26810
|-
| Post-synthesis sequential area ratio || about 57%
|-
| Antenna violations before repair || about 230
|-
| Clock tree from TritonCTS || done
|-
| Buffers & Inverters on Critical Path || 8
|-
| R2r worst-path depth || 1
|-
| Required @ worst endpoint || approximately 7000 ps
|-
| Worst slack on hold paths || approximately 460 ps
|-
| Critical Path, Cell by Cell || clkbuf_4 > buf_4 > nor4bb_4 > buf_12 > buf_12 > buf_4 > a22oi_1 > o21ai_0 > or4_1 > nor4_2 > buf_4 > o211ai_1 > buf_12 > clkdlybuf4s50_1
|-
| Top area contributor share || around half
|-
| Post-synthesis share of cell area spent on and-or and or-and gates || ~9%
|-
| Crit path max-delay family || buffers and inverters
|-
| Largest driver fanout on the critical path || 34
|-
| CTS Hold Buffers Added || 0
|-
| Total global routing track utilization || 47.09%
|-
| FF-to-FF setup slack || between 7000 and 8000 ps
|-
| Slew at the pin closest to its max-slew limit || about 1400 ps
|-
| CTS root buf || sky130_fd_sc_hd__clkbuf_16
|-
| Num Clock Sinks || 8192
|-
| Number of flip-flops under the largest register name || about 8200
|-
| Worst reg2reg endpoint || mem[40][30]
|-
| VDD IR-drop max || ~260 uV
|-
| Cell variety after synth || 74
|-
| Number of global-route vias before repair || between 200k and 300k
|-
| Number of standard-cell rows in the floorplan || 311
|-
| Area occupied by multi-input gates || around 150000 um2
|-
| WL per Instance || 43.51 um
|-
| Yosys stat chip area || roughly 360000 um2
|-
| Setup TNS Final || -801.6 ps
|-
| R2R Path Start || mem[40][30]
|-
| Vias after detailed routing || 256900
|-
| Area taken by flip-flops and latches || approximately 210000 um2
|-
| DRT Pass-1 Iters || 7
|-
| Share of the synthesized netlist area taken by xor and xnor gates || less than 1%
|-
| Arrival time of data at the critical path endpoint || roughly 6900 ps
|-
| Bufs on Longest Clock Path || 4
|-
| Global route overflow || 0
|-
| Final min period || ~8600 ps
|-
| Cell type of the slowest stage on the worst timing path || sky130_fd_sc_hd__o21ai_0
|-
| Adder Share, Synth || 0%
|-
| Die span in x || between 800 and 900 um
|-
| Synthesized area divided by synthesized cell count || 13.48 um2
|-
| DRC violation count after routing || 0
|-
| Max H-tree Level || 6
|-
| Die y size || about 850 um
|-
| Maximum single-stage delay on the critical path || ~1000 ps
|-
| Final number of hold-violating endpoints || 0
|-
| Largest Register || mem
|-
| Failing checks || setup timing
|-
| Die Footprint || between 700000 and 800000 um2
|-
| Main combinational cell family by area after synthesis || multiplexers
|-
| Fraction of final layout cells sized beyond drive strength 1 || between 40 and 50%
|-
| Slew HR || under 10%
|-
| Number of DRC violations after detailed-routing iteration 0 || 24210
|-
| FFs w/ async S/R, synth || about 100%
|-
| Io pins || around 130
|-
| Leakage power || just under 200 nW
|-
| CP endpoint kind || primary output
|-
| Wire length of the first global-routing pass || 2192000 um
|-
| Share of the core filled by cells before placement || between 50% and 60%
|-
| Yosys Instances || 26810
|-
| Synthesized-area fraction occupied by and/or/nand/nor cells || around 5.1%
|-
| Count of synthesis-stage warnings from yosys || 2
|-
| Max-cap violations || 0
|-
| Achievable frequency || around 120 MHz
|-
| Post-synthesis mux area share || between 20 and 30%
|-
| Total setup violations reported at the end of the flow || 10
|-
| Pin count of the biggest net entering global routing || around 140
|-
| Most numerous cell in the Yosys netlist || sky130_fd_sc_hd__mux2_2
|-
| Minimum setup slack in the final design || -124.0 ps
|-
| Final RePlAce weighted congestion || 1.076
|-
| Buffers on Ports || ~110
|-
| CORE AREA || 718700 um2
|-
| Library cell occupying the most area in the post-synthesis netlist || sky130_fd_sc_hd__dfrtp_1
|-
| Slew Viols, Final || 0
|-
| Unrepaired setup endpoints after global routing || no
|-
| OpenROAD warning count || a little over 200
|-
| PD cells || between 200 and 250 nW/um2
|-
| Path type of the worst min-delay path || primary input to asynchronous set/reset pin
|-
| Clk ins delay skew pair || 1220 ps
|-
| Post-synth tally of flip-flops with integrated enable || 0
|-
| Tally of nets with antenna violations remaining after routing || 0
|-
| Post-detailed-route via-to-cell ratio || 6.885
|-
| Final wirelength || 1624000 um
|-
| Most frequent cells after synthesis || 8030 x sky130_fd_sc_hd__mux2_2, 7168 x sky130_fd_sc_hd__dfrtp_1, 2287 x sky130_fd_sc_hd__a22oi_1, 1523 x sky130_fd_sc_hd__clkbuf_1, 1038 x sky130_fd_sc_hd__nand3_1
|-
| Worst-path clk slew || roughly 60 ps
|-
| Detailed-placement wirelength estimate || about 1100000 um
|-
| Result of the run || complete, but fails checks
|-
| Largest registers ranked by flip-flop count || mem (8192)
|-
| Startpoint-to-endpoint class of the critical path || primary input to primary output
|-
| Relative area change from synthesis to final layout || 13.96%
|-
| Startpoint types || primary input
|-
| Count of fill cells added during filler insertion || approximately 56000
|-
| Number of buffers inserted during clock tree synthesis || 860
|-
| Largest cells by area || sky130_fd_sc_hd__dfrtp_1 50%, sky130_fd_sc_hd__mux2_2 25%, sky130_fd_sc_hd__dfstp_2 7.4%, sky130_fd_sc_hd__a22oi_1 4.7%, sky130_fd_sc_hd__clkbuf_1 1.6%
|-
| Clk_skew || 0 ps
|-
| Flip-flop and latch count after synthesis || around 8000
|-
| Crit share post-route || 101.5%
|}
==> timing repair <==
item                       CTS  global route
setup endpoints to repair   16            24
pin swaps                    4            11
setup buffers                9            19
resized                     14            12
==> per-stage QoR <==
stage | utilization, % | setup slack, ps | instances | total power, mW | cell area (um2)
2_1_floorplan | - | 2724 | 26810 | 44.83 | 361500
6_report | 57.32 | -124.0 | 37320 | 85.31 | 412000
3_5_place_dp | 53.14 | -455.5 | 35210 | 47.60 | 381900
3_3_place_gp | 53.14 | -461.1 | 35210 | 47.42 | 381900
5_1_grt | 57.28 | 34.86 | 37180 | 87.53 | 411700
4_1_cts | 57.13 | 20.14 | 36830 | 85.46 | 410600
==> worst max path at each step <==
stage	startpoint	end	slack (ps)	depth (start not counted)
after CTS	A[2]	RD[15]	20	14
after global routing	A[3]	RD[15]	30	13
final	A[5]	prode[25]	-120	14
==> cell usage in the layout, fill, tap and decap left out, types with 42 or more instances in the layout <==
cell type                         count
sky130_fd_sc_hd__dfstp_2           1024
sky130_fd_sc_hd__and3_1             641
sky130_fd_sc_hd__a32oi_1            108
sky130_fd_sc_hd__o22ai_1            353
sky130_fd_sc_hd__nor2_2              52
sky130_fd_sc_hd__clkinv_2            96
sky130_fd_sc_hd__clkbuf_1           315
sky130_fd_sc_hd__nor4_1             186
sky130_fd_sc_hd__clkbuf_16          870
sky130_fd_sc_hd__nor3_1              43
sky130_fd_sc_hd__mux2_2            8030
sky130_fd_sc_hd__o21ai_0             49
sky130_fd_sc_hd__buf_12             321
sky130_fd_sc_hd__nand2_2            156
sky130_fd_sc_hd__o211ai_1            84
sky130_fd_sc_hd__buf_4             1400
sky130_fd_sc_hd__a2111oi_0          204
sky130_fd_sc_hd__nand3_1            969
sky130_fd_sc_hd__nand4_1            435
sky130_fd_sc_hd__a22oi_1           2287
sky130_fd_sc_hd__nor2_1             105
sky130_fd_sc_hd__dfrtp_1           7168
sky130_fd_sc_hd__o2111ai_1           55
sky130_fd_sc_hd__clkdlybuf4s50_1     64
sky130_fd_sc_hd__or4_1              104
sky130_fd_sc_hd__diode_2            469
sky130_fd_sc_hd__nor2_4             108
sky130_fd_sc_hd__a21oi_1            122
sky130_fd_sc_hd__clkbuf_8           242
sky130_fd_sc_hd__a22o_1             336
sky130_fd_sc_hd__a222oi_1           286
sky130_fd_sc_hd__mux2_1             162
sky130_fd_sc_hd__o22a_1              42
sky130_fd_sc_hd__a221oi_1           113
sky130_fd_sc_hd__nand2_1            202
==> where the power goes <==
part / leakage (nW) / internal, mW / total (mW) / switching [mW]
Combinational: 73.1 / 1.86 / 5.19 / 3.32
Clock: 14.0 / 21.9 / 38.2 / 16.3
Sequential: 109 / 41.0 / 41.9 / 0.875
==> routing by layer <==
layer  GRT usage [%]  wire [um]  up-vias
li1                -          -   101400
met1           58.73     565100   136500
met2           59.50     646300    14420
met3           31.69     267500     4448
met4           30.27     136700      182
met5           11.25       8322        -
==> cell type report <==
type / count / share of cell area (%)
antenna: 469 / 0.2849
sequential: 8192 / 50.07
timing repair buffer: 1824 / 4.405
inverter: 35 / 0.03189
clock inverter: 181 / 0.5378
tap: 9546 / 2.899
clock buffer: 1427 / 6.380
multi-input combinational: 15640 / 35.39
==> cells by family after synthesis <==
family	after synthesis
muxes	8197
AOI/OAI and AO/OA	4127
buffers and inverters	2979
DFF	8192
xor gates and xnor gates	2
and+or+nand+nor	3317
No activity file was given, so power comes from the tool's default toggle rates.
