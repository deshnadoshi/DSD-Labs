==> design.v <==
module MUX_ALUSrc(
input logic ALUSrc, 
input logic [31:0] RegB, 
input logic [31:0] Imm,
output logic [31:0] ALUSrc_out
); 
assign ALUSrc_out = ALUSrc ? Imm : RegB; 
endmodule
==> run.sh <==
#!/bin/bash
# OpenROAD 26Q1-2900-gdf79404cd8, Yosys 0.63+post, stock flow scripts
make -C /OpenROAD-flow-scripts/flow DESIGN_CONFIG=/design/flow/config.mk WORK_HOME=/design/flow/orfs finish
==> config.mk <==
export PLATFORM = sky130hd
export DESIGN_NAME = MUX_ALUSrc
export DESIGN_NICKNAME = MUX_ALUSrc
export VERILOG_FILES = /design/flow/design.v
export SDC_FILE = /design/flow/constraint.sdc
export NUM_CORES = 4
export LEC_CHECK = 1
export CORE_AREA = 10 10 70 70
export DIE_AREA = 0 0 80 80
==> constraint.sdc <==
current_design MUX_ALUSrc

set clk_period 1.0
set clk_io_pct 0.2

create_clock -name clk0 -period $clk_period

set non_clock_inputs [all_inputs -no_clocks]
set_input_delay [expr $clk_period * $clk_io_pct] -clock clk0 $non_clock_inputs
set_output_delay [expr $clk_period * $clk_io_pct] -clock clk0 [all_outputs]
==> results.txt <==
most frequent cells in the layout - dlygate4sd2_1, mux2_4, buf_6
WP data arrival - 0.89 ns
Die ar. - 0.006400 mm2
DR DRC count - 0
Final Max Tran Viols - 0
total leakage power - 0.0008314 uW
1st-iter DRT viols - 6
ys cells - 36
Gate Area - 480.5 um2
share of cells above drive strength 1 - 52.24%
Ports - 97
worst hold endpoint - ALUSrc_out[26]
hold depth - 3
vias per cell - 3.689
Synth Seq Share - 0%
crit start category - input port
Worst Slack Setup Final - -0.08835 ns
Die W - 80 um
crit-path max FO - 5
die height - 80 um
CLK BUF - 0
Critical Path Max Stage Delay - 0.30 ns
total gr overflow - 0
first-pass GRT wire length - 3.981 mm
Worst EP required - 0.80 ns
All-Layer GR Usage - 7.596%
HPWL Detailed - 2.395 mm
via count of the routed design - 664
# setup viols final - 32
Hold-fix buffers, CTS - 0
Placed Cells - 177
CP cell instances - buf_12, clkbuf_16, mux2_4, buf_6
Avg Inst Size Synth - 15.12 um2
Yosys Warn Count - 0
flop count - 0
pre-CTS setup slack - -0.4957 ns
Init Core Util - 15.93%
hold path start - Imm[26]
DP Area - 0.001524 mm2
overall power - 586.0 uW
failing checks - setup timing
maximum vdd ir drop - 0.1724 mV
number of OpenROAD warnings - 34
final hold vios - 0
post-route ant nets - 0
yosys synthesis chip area - 544.3 um2
Core ar. - 0.003416 mm2
final period utilization - 108.8%
Routed wire per std cell - 15.23 um
CP Class - in2out
Min-Delay Path Class - in2out
number of global-route vias before repair - 699
relative slew slack - 94.48%
Max-Cap Viols - 0
Cell Type Count - 4
final cell count without fillers - 180
n_diodes - 0
area added between synthesis and finish - 178.9%
Max Freq - 918.8 MHz
Worst Setup End Kind - output port
final WL - 2.742 mm
FF/Latch Area - 0 um2
initial antenna violation count - 0
Top cell excl fill/tap - dlygate4sd2_1
pin count of the biggest net entering global routing - 12
GP Congestion - 0.7752
status - finished with violations
Synth Cell Area - 544.3 um2
Slowest cell on crit path - mux2_4
Fillers - 359
total iterations of the first detailed-routing run - 2
min Tclk post-route - 1.088 ns
Power Density - 386.1 mW/mm2
unrepaired setup endpoints after global routing - true
Mapped Cells - 36
row count - 21
Worst Tran Pin Value - 0.08286 ns
IO Port Bufs - 97
CP Launch Point - ALUSrc
cell area after layout - 0.001518 mm2
==> routing by layer <==
layer | share of wire (%) | track usage [%]
met4 | 0 | 0
met3 | 11 | 3.068
met2 | 49 | 13.32
met1 | 40 | 8.965
met5 | 0 | 0
==> area by class of cell <==
class,count,area share [%]
timing repair buffer,102,64.55
multi-input combinational,32,31.66
tap,46,3.792
==> repair_timing <==
action,4_1_cts,5_1_grt
endpoints found under the hold margin,0,0
setup buffers,0,0
pin swaps,0,0
resized,187,4
gates cloned,2,1
endpoints found under the setup margin,32,32
==> per-stage QoR <==
step | util (%) | hold slack, ns | setup TNS (ns)
2_1_floorplan | - | 0.4977 | 0
3_3_place_gp | 44.62 | 1.352 | -15.28
3_5_place_dp | 44.62 | 1.348 | -15.32
4_1_cts | 42.97 | 0.7982 | -2.405
5_1_grt | 44.43 | 0.8054 | -2.846
6_report | 44.43 | 0.7935 | -2.295
==> synth_stat cells <==
library cell,count,area share [%]
buf_12,3,11
mux2_2,2,4.1
buf_6,1,2.1
mux2_4,30,83
==> power breakdown <==
| group | internal, uW | leakage (uW) | switching, uW |
|---|---|---|---|
| clock | 0 | 0 | 0 |
| sequential | 0 | 0 | 0 |
| combinational | 457 | 0.000831 | 129 |
| total | 457 | 0.000831 | 129 |
==> worst max-delay path by stage <==
| stage | cells after the start | end |
|---|---|---|
| 5_1_grt | 4 | ALUSrc_out[4] |
| 6_report | 4 | ALUSrc_out[18] |
| 4_1_cts | 4 | ALUSrc_out[20] |
==> critical path, delay by kind of cell <==
kind                   cells  cell delay [ns]
buffers and inverters      3             0.40
multiplexers               1             0.30
==> cells by family after synthesis <==
group | count (synthesis) | synth area share [%]
mux | 32 | 86.90
buf+inv | 4 | 13.10
Power is estimated from default activity; no workload was simulated.
